<file path="config.mk">
export PLATFORM = sky130hd
export DESIGN_NAME = ps2
export DESIGN_NICKNAME = ps2
export VERILOG_FILES = /design/flow/design.v
export SDC_FILE = /design/flow/constraint.sdc
export NUM_CORES = 4
export LEC_CHECK = 1
export CORE_AREA = 10 10 107 107
export DIE_AREA = 0 0 117 117
</file>
<file path="constraint.sdc">
current_design ps2

set clk_period 3.9
set clk_io_pct 0.2

create_clock -name clk0 -period $clk_period [get_ports {clk_i}]

set non_clock_inputs [all_inputs -no_clocks]
set_input_delay [expr $clk_period * $clk_io_pct] -clock clk0 $non_clock_inputs
set_output_delay [expr $clk_period * $clk_io_pct] -clock clk0 [all_outputs]
</file>
<file path="design.v">
module ps2(clk_i,rst_i,ps2_clk_i,ps2_data_i,ps2_data_o,ps2_break_o,ps2_done_o);
	input			    clk_i;
	input			    rst_i;
	input			    ps2_clk_i;
	input 			  ps2_data_i;
	output[15:0]	ps2_data_o;
	output[1:0] 	ps2_break_o;
	output			  ps2_done_o;
	reg 			  ps2_clk_d1,ps2_clk_d2;
	reg[5:0]		st_ps2 = 0;
	reg[5:0]    st_dat = 0;
	reg[7:0]		ps2_data_r = 0;
	reg			    ps2_done_r = 0;
	reg[15:0]	  double_data_r;
	reg[1:0] 	  ma_br_r;
	reg			    data_done_r;
	wire			  ps2_clk_down;
	parameter   BREAK = 2'b01;
	parameter   MAKE =  2'b10;
assign ps2_clk_down = ~ps2_clk_d1 & ps2_clk_d2;
assign ps2_data_o   = double_data_r;
assign ps2_break_o  = ma_br_r;
assign ps2_done_o   = data_done_r;
always@(posedge clk_i or negedge rst_i) begin
	if(!rst_i)begin
		ps2_clk_d1 <= 0;
		ps2_clk_d2 <= 0;
	end
	else begin		
		ps2_clk_d1 <= ps2_clk_i;
		ps2_clk_d2 <= ps2_clk_d1;
	end	
end
always@(posedge clk_i or negedge rst_i) begin
	if(!rst_i)begin
		double_data_r <= 0;
		ma_br_r 	     <= 0;
		data_done_r   <= 0;
		st_dat	     <= 0;
	end
	else begin
		case(st_dat)
		0: begin		 
			if(ps2_data_r == 8'hf0 && ps2_done_r == 1) begin
				st_dat <= 1;
			end
			else if(ps2_data_r == 8'he0 && ps2_done_r == 1) begin
				st_dat <=  2;
			end
			else if(ps2_done_r == 1) begin
				ma_br_r <= MAKE;
				data_done_r <= 1;
				double_data_r[15:8] <= 8'h0;
				double_data_r[7:0] <= ps2_data_r[7:0];
				st_dat <= 0;		
			end
			else begin
				double_data_r <= 0;
				ma_br_r 	     <= 0;
				data_done_r   <= 0;
				st_dat	     <= 0;
			end
		end
		1: begin			 
			if(ps2_done_r == 1) begin
				ma_br_r <= BREAK;
				data_done_r <= 1;
				double_data_r[15:8] <= 8'h0;
				double_data_r[7:0] <= ps2_data_r[7:0];
				st_dat <= 0;
			end
		end
		2: begin			 
			if(ps2_data_r == 8'hf0 && ps2_done_r == 1) begin
				st_dat <= 3;			
			end
			else if(ps2_done_r == 1) begin
				ma_br_r <= MAKE;
				data_done_r <= 1;
				double_data_r[15:8] <= 8'he0;
				double_data_r[7:0] <= ps2_data_r[7:0];
				st_dat <= 0;				
			end
		end
		3: begin       
			if(ps2_done_r == 1) begin
				ma_br_r <= BREAK;
				data_done_r <= 1;
				double_data_r[15:8] <= 8'he0;
				double_data_r[7:0] <= ps2_data_r[7:0];
				st_dat <= 0;			
			end
		end
	   endcase
	end
end
always@(posedge clk_i or negedge rst_i) begin
	if(!rst_i)begin
		st_ps2 <= 0;
		ps2_data_r <= 0;
		ps2_done_r <= 0;
	end
	else begin
		case(st_ps2) 
			0: begin
				ps2_data_r <= 0;
				ps2_done_r <= 0;
				if(ps2_clk_down) begin
					st_ps2 <= st_ps2 + 1;
				end
			end
			1,2,3,4,5,6,7,8: begin
				if(ps2_clk_down) begin
					ps2_data_r[st_ps2 - 1] <= ps2_data_i;
					st_ps2 <= st_ps2 + 1;
				end
			end
			9: begin
				if(ps2_clk_down) begin
					st_ps2 <= st_ps2 + 1;
				end				
			end
			10: begin
				if(ps2_clk_down) begin
					st_ps2 <= 0;
					ps2_done_r <= 1;
				end				
			end
		endcase	
	end		
end		
endmodule
</file>
<file path="run.sh">
#!/bin/bash
# OpenROAD 26Q1-2900-gdf79404cd8, Yosys 0.63+post, stock flow scripts
make -C /OpenROAD-flow-scripts/flow DESIGN_CONFIG=/design/flow/config.mk WORK_HOME=/design/flow/orfs finish
</file>
==> impl_metrics.py <==
# Generated from Yosys and OpenROAD reports
metrics = {
    "run_status": {
        "status": "finished, final reports clean",
    },
    "sta": {
        "slew-limit-headroom_pct": 53.7,
        "number_of_hold_violations_in_the_final_report": 0,
        "timing_worst_slew_pin_value_ns": 0.689,
        "finalSetupViolCount": 0,
        "clock.fmax_mhz": 295,
        "final_setup_tns_ns": 0,
        "layout_worst_path_cycle_share_pct": 87.0,
        "timing.clock.skew_ns": 0.00600,
        "rsz0062_at_grt": "no",
        "final_period_demand_of_the_worst_path_ns": 3.39,
        "post-route-worst-setup-slack_ns": 0.509,
        "slew_violations": 0,
    },
    "drt": {
        "drtIter0Drc": 169,
        "avg_vias_per_cell": 4.68,
        "wl_um": 4310,
        "drt_first_pass_iters": 4,
        "num_vias": 1553,
        "drt_drc_violations_left": 0,
        "route.antenna.diode_count": 0,
        "wl_per_cell_um": 13.0,
        "drtAntennaViolNets": 0,
    },
    "global_route": {
        "globalRoute.totalOverflow": 0,
        "vias_in_the_first_global_route": 1494,
        "initial_antenna_violation_count": 0,
        "grt_start_max_net_pins": 36,
        "global_route.usage.total_pct": 6.49,
        "grt_first_pass_wirelength_um": 7380,
    },
    "placement": {
        "pre_cts_ws_ns": 0.530,
        "detailed_placement_wirelength_estimate_um": 3220,
        "numPortBuffers": 17,
        "gpl.final_weighted_congestion": 0.920,
    },
    "pwr": {
        "total_switching_power_uw": 660,
        "pwr-share-seq_pct": 28.7,
        "switching_share_pct": 41.3,
        "pwr-share-clk_pct": 21.1,
        "power_density_normalized_to_cell_area_nw_per_um2": 646,
        "comb_power_share_pct": 50.2,
        "p_int_uw": 937,
        "vdd_drop_max_mv": 0.233,
        "p_leak_uw": 0.00108,
    },
    "yosys": {
        "synth-async-reset-ratio_pct": 100,
        "synthesis.yosys.warnings": 1,
        "count_of_instantiated_cells_in_the_yosys_netlist": 210,
        "topCellsByArea": "sky130_fd_sc_hd__dfrtp_1 41%, sky130_fd_sc_hd__ha_1 7.6%, sky130_fd_sc_hd__mux2i_1 4.2%, sky130_fd_sc_hd__nand2_1 3.3%, sky130_fd_sc_hd__a22o_1 3.3%",
        "count_of_library_flops_with_an_enable_pin": 0,
        "synth_seq_share_pct": 40.8,
        "post_synth.cell_area_avg_um2": 10.2,
        "synth_area_leader_cell": "sky130_fd_sc_hd__dfrtp_1",
        "synth_cell_types": 54,
        "synthesized_instance_count": 210,
        "yosys.stat.chipArea_um2": 2150,
        "ff_type": "sky130_fd_sc_hd__dfrtp_1",
        "yosys.area.top_type_share_pct": 40.8,
        "post_synth_instance_area_um2": 2150,
        "synthesis_stage_register_bit_count": 35,
    },
    "clocking": {
        "post_cts_setup_buffer_count": 0,
        "cts.root.buffer_cell": "sky130_fd_sc_hd__clkbuf_8",
        "ctsResizeCount": 0,
        "htree_levels": 2,
        "tritoncts_clock_tree": "done",
        "numCtsBuffers": 5,
        "clkSlewWorstSetupHoldPaths_ns": 0.07,
        "worstSkewPairLatency_ns": 0.28,
        "clock_path_buffers": 2,
        "clock_sink_count": 35,
        "ctsHoldBuffers": 0,
    },
    "flow_run": {
        "tool_warnings": 30,
        "drv.max_cap_violation_count": 0,
    },
    "floorplanning": {
        "coreArea_um2": 9200,
        "floorplanUtilization_pct": 23.3,
        "floorplan.die.width_um": 117,
        "number_of_rows_in_the_core_area": 35,
        "die-height_um": 117,
        "chip_area_um2": 13700,
        "design.portCount": 23,
    },
    "setup_path": {
        "required_ns": 4.06,
        "critical_path.max_fanout": 13,
        "timing.critical_path.from_type": "flip-flop",
        "crit_path_end_kind": "flip-flop",
        "critical_path_class": "reg -> reg",
        "worstPathArrival_ns": 3.56,
    },
    "min_path": {
        "min_path_type": "reg -> reg",
    },
    "finish": {
        "layout-drive-gt1-share_pct": 10.4,
        "layout.filler_cells": 942,
        "area.growth.synth_to_final_pct": 15.2,
    },
}
## routing by layer
layer | vias to the layer above | track usage [%] | part of all wire, %
met4 | 0 | 0.988 | 1.7
met2 | 36 | 9.49 | 41
met3 | 6 | 1.34 | 4.6
li1 | 787 | - | -
met5 | - | 0 | 0
met1 | 724 | 9.87 | 53
## final cells by class
type                    count  area (um^2)  area share (%)
repair buffers             18          178            7.19
flip-flops and latches     35          876            35.4
inverters                   6         22.5           0.911
multi-input cells         154         1140            46.1
well taps                 111          139            5.62
clock buffers               6         82.6            3.34
clock inverters             2         35.0            1.42
## path summary, 6_finish.rpt
kind / slack, ns / cells past startpoint / startpoint / endpoint
max in group asynchronous: 2.67 / 2 / rst_i / st_ps2[4]$_DFFE_PN0P_
max reg2reg: 0.51 / 11 / st_ps2[0]$_DFFE_PN0P_ / ps2_data_r[7]$_DFFE_PN0P_
max: 0.51 / 11 / st_ps2[0]$_DFFE_PN0P_ / ps2_data_r[7]$_DFFE_PN0P_
min reg2reg: 0.39 / 0 / ps2_clk_d1$_DFF_PN0_ / ps2_clk_d2$_DFF_PN0_
min: 0.39 / 0 / ps2_clk_d1$_DFF_PN0_ / ps2_clk_d2$_DFF_PN0_
min in group asynchronous: 0.91 / 2 / rst_i / ps2_data_r[6]$_DFFE_PN0P_
## sequential cells by signal (all words and copies together), names as in the netlist
name,cells
ma_br_r,2
ps2_done_r,1
ps2_clk_d2,1
ps2_data_r,8
double_data_r,9
st_ps2,6
ps2_clk_d1,1
st_dat,6
data_done_r,1
## kinds of logic after synthesis
kind of cell,count (synthesis),synth area share [%]
simple gates,78,21.6
compound gates,44,16.3
flops,35,40.8
buf+inv,25,6.82
fa+ha+maj,13,7.58
mux,10,4.72
xor+xnor,4,1.98
other cells,1,0.175
## critical path: stages (launching register included)
cell	delay, ns
sky130_fd_sc_hd__dfrtp_1	0.55
sky130_fd_sc_hd__inv_1	0.16
sky130_fd_sc_hd__ha_1	0.37
sky130_fd_sc_hd__nor4_1	0.38
sky130_fd_sc_hd__a31o_2	0.19
sky130_fd_sc_hd__nand3_1	0.10
sky130_fd_sc_hd__ha_1	0.31
sky130_fd_sc_hd__nor4bb_1	0.29
sky130_fd_sc_hd__nand4_1	0.14
sky130_fd_sc_hd__nor3_2	0.37
sky130_fd_sc_hd__o2111ai_1	0.23
sky130_fd_sc_hd__mux2i_1	0.16
## synthesized netlist by cell type (all sizes together) (3+ instances only)
cell and n:
nor2b 4, nor4bb 4, dfrtp 35, buf 12, a21oi 6, a22o 8, or3 6, ha 13
nand3 7, nand2 19, inv 6, o2111ai 8, o21ai 4, nor3 6, o31ai 3, nand4 4
nand2b 4, nor2 10, mux2i 9, nor4 5, clkbuf 7
## layout by cell type, fill, tap and decap left out, types with 2 or more instances in the layout
cell type,Yosys,final
sky130_fd_sc_hd__a21oi_1,6,6
sky130_fd_sc_hd__a22o_1,8,8
sky130_fd_sc_hd__a2bb2oi_1,2,2
sky130_fd_sc_hd__a31oi_1,2,2
sky130_fd_sc_hd__a32o_1,2,2
sky130_fd_sc_hd__clkbuf_8,0,6
sky130_fd_sc_hd__clkdlybuf4s50_1,0,17
sky130_fd_sc_hd__conb_1,1,5
sky130_fd_sc_hd__dfrtp_1,35,35
sky130_fd_sc_hd__ha_1,13,13
sky130_fd_sc_hd__inv_1,6,6
sky130_fd_sc_hd__mux2i_1,9,9
sky130_fd_sc_hd__nand2_1,19,19
sky130_fd_sc_hd__nand2b_1,3,3
sky130_fd_sc_hd__nand3_1,7,7
sky130_fd_sc_hd__nand4_1,4,4
sky130_fd_sc_hd__nor2_1,9,9
sky130_fd_sc_hd__nor2b_1,4,4
sky130_fd_sc_hd__nor3_1,5,5
sky130_fd_sc_hd__nor3b_1,2,2
sky130_fd_sc_hd__nor4_1,3,3
sky130_fd_sc_hd__nor4bb_1,4,4
sky130_fd_sc_hd__o2111ai_1,8,8
sky130_fd_sc_hd__o21ai_0,4,4
sky130_fd_sc_hd__o31ai_1,3,3
sky130_fd_sc_hd__or3_1,5,5
sky130_fd_sc_hd__xnor2_1,2,2
## power by group through the flow
stage	sequential, uW	clock (uW)	combinational (uW)
CTS	458	346	795
global route	468	364	903
finish	459	337	801
## per-stage QoR
step           hold slack (ns)  cells  util, %  total power (uW)  cell area, um^2
5_1_grt                  0.406    332     26.9              1730             2470
3_5_place_dp             0.378    324     25.6              1250             2350
6_report                 0.390    332     26.9              1600             2470
3_3_place_gp             0.376    324     25.6              1250             2350
2_1_floorplan            0.354    214        -              1120             2160
4_1_cts                  0.394    332     26.9              1600             2470
Power figures rest on the tool's default switching activity, not on a simulated workload.
